===== ./design.v =====
`timescale 1ns / 1ps
module packet_decoder(
    input wire clk,
    input wire rst,
    input wire [31:0] packet4_byte,
    input wire data_valid,
    input wire last_valid,
    input wire [3:0] keep,
    output reg [31:0] payload,
    output reg payload_valid,
    output reg [47:0] dest_addr,  
    output reg [47:0] src_addr,  
    output reg [31:0] vlan_tag,  
    output reg [15:0] eth_type,  
    output reg payload_last_valid,
    output reg [3:0] payload_keep,
    output wire dest_addr_valid,
    output wire src_addr_valid,
    output wire vlan_tag_valid,
    output wire eth_type_valid
    );
    reg [11:0] byte_cnt;
    reg vlan_flag;
    reg payload_overflow;
    reg [15:0] temp_payload;
    reg [1:0] overflow_keep;
    localparam MTU = 1522;
    always @(posedge clk,negedge rst) begin
        if(!rst) begin
            byte_cnt <= 0;
            vlan_flag <= 0;
            payload_valid <= 0;
            payload <= 0;
            dest_addr <= 0;
            src_addr <= 0;
            vlan_tag <= 0;
            eth_type <= 0;
            payload_last_valid <= 0;
            payload_keep <= 0;
            payload_overflow <= 0;
        end
        else begin
            if(data_valid || payload_overflow) begin         
                byte_cnt <= byte_cnt + 1;
                case(byte_cnt + 1)
                    12'd1 : begin
                            dest_addr [31:0] <= packet4_byte;
                    end
                    12'd2 : begin
                            {src_addr [15:0],dest_addr [47:32]} <= packet4_byte;  
                    end
                    12'd3 : begin
                            src_addr [47:16] <= packet4_byte;
                    end
                    12'd4 : begin
                            if(packet4_byte[31:16] == 16'h8100) begin  
                                vlan_tag [31:0] <= packet4_byte;
                                vlan_flag <= 1'b1;
                            end
                            else begin
                                eth_type [15:0] <= packet4_byte [15:0];
                                payload [15:0] <= packet4_byte [31:16];
                                payload_valid <= 1'b0;
                                vlan_flag <= 1'b0;
                            end
                    end
                    12'd5 : begin
                            if(vlan_flag ) begin
                                eth_type [15:0] <= packet4_byte [15:0];
                                payload [15:0] <= packet4_byte [31:16];
                                payload_valid <= 1'b0;
                            end
                            else begin
                                payload [31:16] <= packet4_byte [15:0];
                                temp_payload <= packet4_byte [31:16];
                                payload_valid <= 1'b1;
                            end
                    end
                    12'd6 : begin
                            if(vlan_flag) begin
                                payload [31:16] <= packet4_byte [15:0];
                                temp_payload <= packet4_byte [31:16];
                                payload_valid <= 1'b1;
                            end
                            else begin
                                payload <= {packet4_byte[15:0],temp_payload};
                                temp_payload <= packet4_byte [31:16];
                                vlan_flag <= 1'b0;
                            end
                    end       
                    default : begin
                            if (!payload_overflow) begin  
                                if(last_valid || ( 4*(byte_cnt+1)>= MTU )) begin   
                                    case(keep)
                                        4'b0000 : begin
                                                    payload [15:0] <= temp_payload;
                                                    payload_keep <= 4'b0011;
                                                    byte_cnt <= 0;
                                                    payload_valid <= 1'b0;
                                                    payload_last_valid <= 1'b1;
                                        end
                                        4'b0001 : begin
                                                    payload [23:0] <= {packet4_byte [7:0],temp_payload};
                                                    payload_keep <= 4'b0111;
                                                    byte_cnt <= 0;
                                                    payload_valid <= 1'b0;
                                                    payload_last_valid <= 1'b1;
                                        end
                                        4'b0011 : begin
                                                    payload <= {packet4_byte [15:0],temp_payload};
                                                    payload_keep <= 4'b1111;
                                                    byte_cnt <= 0;
                                                    payload_valid <= 1'b0;
                                                    payload_last_valid <= 1'b1;
                                        end
                                        4'b0111 : begin
                                                    payload  <= {packet4_byte [15:0],temp_payload};
                                                    temp_payload [7:0] <= packet4_byte [23:16]; 
                                                    payload_overflow <= 1'b1;
                                                    overflow_keep <= 2'b01;
                                        end
                                        4'b1111 : begin
                                                    payload <= {packet4_byte [15:0],temp_payload};
                                                    temp_payload <= packet4_byte [31:16]; 
                                                    payload_overflow <= 1'b1;
                                                    overflow_keep <= 2'b11;
                                        end
                                        default : begin
                                                    payload <= payload;
                                        end
                                    endcase 
                                end
                                else begin 
                                    payload <= {packet4_byte [15:0],temp_payload};
                                    temp_payload <= packet4_byte [31:16];
                                end
                            end
                            else begin
                                case (overflow_keep)
                                    2'b01 : begin
                                                payload [7:0] <= temp_payload [7:0];
                                                payload_valid <= 1'b0;
                                                payload_last_valid <= 1'b1;
                                                payload_keep <= 4'b0001;
                                                byte_cnt <= 0;
                                                payload_overflow <= 0;
                                    end
                                    2'b11 : begin
                                                payload [15:0] <= temp_payload;
                                                payload_valid <= 1'b0;
                                                payload_last_valid <= 1'b1;
                                                payload_keep <= 4'b0011;
                                                byte_cnt <= 0;
                                                payload_overflow <= 0;
                                    end
                                    default : begin
                                                payload <= payload;
                                    end
                                endcase
                            end
                    end
                endcase
            end
            else begin
                if (!byte_cnt) begin
                    payload_last_valid <= 1'b0;
                end
                else begin
                    byte_cnt <= byte_cnt;
                end
            end
        end
    end
    assign dest_addr_valid = (byte_cnt == 2);
    assign src_addr_valid = (byte_cnt == 3);
    assign vlan_tag_valid = (byte_cnt == 4) && vlan_flag;
    assign eth_type_valid = (byte_cnt == 5);
endmodule

===== ./config.mk =====
export PLATFORM = sky130hd
export DESIGN_NAME = packet_decoder
export DESIGN_NICKNAME = packet_decoder
export VERILOG_FILES = /design/flow/design.v
export SDC_FILE = /design/flow/constraint.sdc
export NUM_CORES = 4
export LEC_CHECK = 1
export CORE_UTILIZATION = 50

===== ./constraint.sdc =====
current_design packet_decoder

set clk_period 6.7
set clk_io_pct 0.2

create_clock -name clk0 -period $clk_period [get_ports {clk}]

set non_clock_inputs [all_inputs -no_clocks]
set_input_delay [expr $clk_period * $clk_io_pct] -clock clk0 $non_clock_inputs
set_output_delay [expr $clk_period * $clk_io_pct] -clock clk0 [all_outputs]

===== ./run.sh =====
#!/bin/bash
# OpenROAD 26Q1-2900-gdf79404cd8, Yosys 0.63+post, stock flow scripts
make -C /OpenROAD-flow-scripts/flow DESIGN_CONFIG=/design/flow/config.mk WORK_HOME=/design/flow/orfs finish

==> reports/qor.csv <==
stage,metric,value,unit
placement,io_buffer_count,225,
cts,clockBufferDepth,3,
detailed_routing,antenna_cells,0,
detailed_routing,drt-total-wl,21300,microns
logic_synthesis,yosysChipArea,8994,sq um
global_route,use_met1,40.16,%
cts,post_cts_buffers,0,
cts,cts_hold_repair.buffers,0,
detailed_routing,drt_iter0_markers,273,
critical_path,worstSetupStartpointType,register,
cells_and_area,syn2layout_area_growth,35.87,%
global_route,grt_max_degree,87,
critical_path,critPathSlowestCell,dfrtp_1,
global_route,grt_pass1_wl,34110,microns
critical_path,crit_arrival,2590,ps
cts,cts-root-buf,clkbuf_16,
critical_path,r2r_cells,8,
logic_synthesis,synth_area,8994,sq um
cells_and_area,fin_cells,1108,
detailed_routing,avgViaCountPerCell,5.474,
critical_path,crit_cells,6,
final_timing,hold_ws,462.9,ps
flow_run,log.warning_count,31,
cts,clock_sinks,214,
cells_and_area,n_fill_cell,1176,
final_timing,min_period,3934,ps
die,chipWidth,136.1,microns
cells_and_area,regArea,5425,sq um
critical_path,slowest_delay,480,ps
die,core,17420,sq um
critical_path,critPathKind,register to output port,
die,initial_core_util,51.64,%
detailed_routing,vias,6065,
cells_and_area,layout_top_cell,clkdlybuf4s50_1,
logic_synthesis,ys_ff,214,
cts,cts_max_level,1,
logic_synthesis,netlist-cell-type-count,60,
critical_path,cp_max_fo,9,
die,die_y,136.1,microns
global_route,met3_usage,8.283,%
logic_synthesis,ys_seq_share,60.32,%
final_timing,fin_skew,20.13,ps
critical_path,crit_path_frequent_cell,nor4_1,
final_timing,slew_viol_final,0,
critical_path,critPathTopFamily,simple AND/OR/NAND/NOR gates,
status,status,"finished, final reports clean",
critical_path,end_kind,output port,
logic_synthesis,yosys_warnings,1,
global_route,grtUsageTotal,25.45,%
power,p_leak,0.005140,uW
cells_and_area,final_util,70.16,%
die,chipArea,18530,sq um
logic_synthesis,flop_cell,dfrtp_1,
global_route,grt_util_met2,36.89,%
cts,numCtsBuffers,23,
final_timing,finalSetupTns,0,ps
die,io_pins,226,
detailed_routing,dr.pass1.iters,4,
final_timing,final-setup-viol-count,0,
worst_hold_path,whs_path_depth,1,
cts,cts.repair.resized,0,
critical_path,crit_required,5360,ps
global_route,grt_pass1_vias,6171,
logic_synthesis,synth_cells,641,
logic_synthesis,syn_area_per_cell,14.03,sq um
logic_synthesis,synth-edff-count,16,
cells_and_area,logic_area,3388,sq um
placement,gp_congestion,0.9052,
cts,path_clk_slew,60,ps
critical_path,cp_num_buf_inv,1,
cts,cts_tree,done,
worst_hold_path,hp-class,register to register,
detailed_routing,routedWlPerCell,19.22,microns
die,rows,48,
final_timing,fmax,0.2542,GHz
final_timing,grt_setup_unrepaired,no,
global_route,busiest_layer,met1,
detailed_routing,ant_nets,0,
detailed_routing,drcViolationCount,0,
flow_run,max_cap_violations,0,
cts,clock_latency,510,ps
power,pwr_density_cell,460.9,nW/um^2
logic_synthesis,async_reset_ff_share,91.59,%
cells_and_area,most-common-layout-cells,"clkdlybuf4s50_1 (224), dfrtp_1 (196), mux2_2 (173), clkbuf_16 (24), nor2_1 (21)",
global_route,antenna_found_initial,0,
final_timing,finalCritPeriodShare,58.72,%
critical_path,cp_cell_sequence,nor4_1 > nand2_1 > nor4_1 > nor2b_1 > and2_1 > clkdlybuf4s50_1,
power,ir_drop,0.3404,mV
final_timing,slew_headroom,37.98,%
placement,dpl.cell_count,1066,
placement,dp.final_hpwl,14480,microns
global_route,overflow,0,
final_timing,worst_pin_slew,930.3,ps
logic_synthesis,ys_cells,641,
cells_and_area,drive_gt1_share,27.29,%
final_timing,hold_viol,0,
==> where the power goes <==
part           switching (uW)  total, uW  leakage (uW)  internal, uW
Combinational             787       2270       0.00218          1480
Sequential                280       2090       0.00259          1810
Clock                     506       1270      0.000368           769
Total                    1570       5630       0.00514          4060
==> registers in the layout (all words and copies together), names as in the netlist <==
signal,count
overflow_keep,2
payload_keep,4
payload_last_valid,1
payload,32
src_addr,48
vlan_tag,32
temp_payload,16
eth_type,16
dest_addr,48
vlan_flag,1
payload_valid,1
payload_overflow,1
byte_cnt,12
==> path summary, 6_finish.rpt <==
kind                               from               to  slack [ps]
hold reg to reg            vlan_tag[31]     vlan_tag[31]         460
hold / removal             vlan_tag[31]     vlan_tag[31]         460
max in group asynchronous           rst     eth_type[13]        3960
setup reg to reg            byte_cnt[2]      eth_type[7]        3010
setup / recovery            byte_cnt[3]  dest_addr_valid        2770
min in group asynchronous           rst      byte_cnt[5]         860
==> layout make-up <==
| cell class | instances | area share [%] |
|---|---|---|
| clock buffer | 32 | 5.407 |
| clock inverter | 10 | 0.9318 |
| inverter | 7 | 0.2150 |
| multi-input combinational | 386 | 27.73 |
| sequential | 214 | 44.40 |
| tap | 225 | 2.304 |
| timing repair buffer | 234 | 19.01 |
==> synthesized netlist by cell type, drive strengths merged, types with 3 or more instances <==
library cell    n  area share, %
dfrtp         196             55
mux2          180             23
nor2           23            1.0
buf            22            1.4
nand2          20           0.83
nor2b          19            1.3
o21ai          17            1.0
edfxtp         16            5.3
nor3           13           0.83
clkbuf         12           0.53
a21oi          10           0.56
nor4           10           0.83
a22o            7           0.68
inv             7           0.29
nand3           7           0.45
and2            6           0.42
and3            6           0.42
ha              6           0.83
or2             6           0.42
a31oi           5           0.35
xor2            5           0.57
xnor2           4           0.39
a22oi           3           0.31
nand3b          3           0.25
nand4           3           0.28
o22ai           3           0.21
or3             3           0.21
==> stage by stage <==
| step | total power [uW] | worst slack [ps] | area (sq um) |
|---|---|---|---|
| 2_1_floorplan | 3096 | 3625 | 8994 |
| 3_5_place_dp | 4388 | 2327 | 11440 |
| 4_1_cts | 5697 | 2715 | 12220 |
| 5_1_grt | 5995 | 2533 | 12220 |
| 3_3_place_gp | 4355 | 2401 | 11440 |
| 6_report | 5632 | 2766 | 12220 |
==> metal layers <==
layer	share of wire, %	vias to the layer above	wire, microns
met5	0	-	0
met4	2.3	0	495
met3	9.2	33	1958
met2	46	217	9722
met1	43	3054	9124
li1	-	2761	-
==> kinds of logic after synthesis <==
family | synth area share, %
DFF | 60.32
muxes | 22.65
and+or+nand+nor | 8.000
AOI/OAI and AO/OA | 5.036
buffers and inverters | 2.198
xor gates and xnor gates | 0.9599
adders and majority gates | 0.8347
No activity file was given, so power comes from the tool's default toggle rates.
